File: flow/config.mk
export PLATFORM = sky130hd
export DESIGN_NAME = processor
export DESIGN_NICKNAME = processor
export VERILOG_FILES = /design/flow/design.v
export SDC_FILE = /design/flow/constraint.sdc
export NUM_CORES = 4
export LEC_CHECK = 1
export CORE_AREA = 10 10 73 73
export DIE_AREA = 0 0 83 83
File: flow/constraint.sdc
current_design processor

set clk_period 1.9
set clk_io_pct 0.2

create_clock -name clk0 -period $clk_period [get_ports {clk}]

set non_clock_inputs [all_inputs -no_clocks]
set_input_delay [expr $clk_period * $clk_io_pct] -clock clk0 $non_clock_inputs
set_output_delay [expr $clk_period * $clk_io_pct] -clock clk0 [all_outputs]
File: flow/design.v
`timescale 1ns / 1ps
module accumulator (
    input clk,
    input [7:0] alu_in,
    input [7:0] bus_in,
    input acc_sel,
    input write_en,
    input output_en,
    output reg [7:0] acc_value,
    inout [7:0] bus_out
);
    wire [7:0] next_acc = acc_sel ? alu_in : bus_in;
    assign bus_out = output_en ? acc_value : 8'bz;
    always @(posedge clk) begin
        if (write_en) acc_value <= next_acc;
    end
endmodule
`timescale 1ns / 1ps
module alu (
    input [7:0] acc,
    input [7:0] bus,
    input [3:0] alu_op,
    output reg [7:0] result,
    output reg carry,
    output reg [7:0] ext_result
);
    parameter ADD=0, SUB=1, MUL=2, AND=3, XOR=4, SHL=5, SHR=6, CRS=7, CLS=8, ASR=9, INC=10, DEC=11;
    always @(*) begin
        {carry, result} = 9'b0;
        ext_result = 8'b0;
        case (alu_op)
            ADD: {carry, result} = acc + bus;
            SUB: {carry, result} = acc - bus;
            MUL: {ext_result, result} = acc * bus;
            AND: result = acc & bus;
            XOR: result = acc ^ bus;
            SHL: result = {acc[6:0], 1'b0};
            SHR: result = {1'b0, acc[7:1]};
            CRS: result = {acc[0], acc[7:1]};          
            CLS: result = {acc[6:0], acc[7]};
            ASR: result = {acc[7], acc[7:1]};
            INC: {carry, result} = {1'b0, acc} + 9'h1; 
            DEC: {carry, result} = {1'b0, acc} - 9'h1;
            default: result = acc;
        endcase
    end
endmodule
`timescale 1ns / 1ps
module control_unit (
    input clk,
    input reset,
    input [7:0] instruction,
    input cb_reg,
    input alu_carry,
    output reg reg_read_en,
    output reg [3:0] reg_read_addr,
    output reg reg_write_en,
    output reg [3:0] reg_write_addr,
    output reg acc_sel,
    output reg acc_write_en,
    output reg acc_output_en,
    output reg [3:0] alu_op,
    output reg ext_write_en,
    output reg cb_write_en,
    output reg [7:0] next_pc,
    input [7:0] current_pc,
    input [7:0] bus_value
);
    parameter ADD=0, SUB=1, MUL=2, AND=3, XOR=4, SHL=5, SHR=6, CRS=7, CLS=8, ASR=9, INC=10, DEC=11;
    always @(*) begin
        reg_read_en = 0;
        reg_read_addr = 0;
        reg_write_en = 0;
        reg_write_addr = 0;
        acc_sel = 0;
        acc_write_en = 0;
        acc_output_en = 0;
        alu_op = 0;
        ext_write_en = 0;
        cb_write_en = 0;
        next_pc = current_pc + 1;
        casez (instruction)
            8'b0001_zzzz: begin  
                reg_read_en = 1;
                reg_read_addr = instruction[3:0];
                alu_op = ADD;
                acc_sel = 1;
                acc_write_en = 1;
                cb_write_en = 1;
            end
            8'b0010_zzzz: begin  
                reg_read_en = 1;
                reg_read_addr = instruction[3:0];
                alu_op = SUB;
                acc_sel = 1;
                acc_write_en = 1;
                cb_write_en = 1;
            end
            8'b0011_zzzz: begin  
                reg_read_en = 1;
                reg_read_addr = instruction[3:0];
                alu_op = MUL;
                acc_sel = 1;
                acc_write_en = 1;
                ext_write_en = 1;
            end
            8'b0000_0001: begin  
                alu_op = SHL;
                acc_sel = 1;
                acc_write_en = 1;
            end
            8'b0000_0010: begin  
                alu_op = SHR;
                acc_sel = 1;
                acc_write_en = 1;
            end
            8'b0000_0011: begin  
                alu_op = CRS;
                acc_sel = 1;
                acc_write_en = 1;
            end
            8'b0000_0100: begin  
                alu_op = CLS;
                acc_sel = 1;
                acc_write_en = 1;
            end
            8'b0000_0101: begin  
                alu_op = ASR;
                acc_sel = 1;
                acc_write_en = 1;
            end
            8'b0101_zzzz: begin  
                reg_read_en = 1;
                reg_read_addr = instruction[3:0];
                alu_op = AND;
                acc_sel = 1;
                acc_write_en = 1;
            end
            8'b0110_zzzz: begin  
                reg_read_en = 1;
                reg_read_addr = instruction[3:0];
                alu_op = XOR;
                acc_sel = 1;
                acc_write_en = 1;
            end
            8'b0111_zzzz: begin  
                reg_read_en = 1;
                reg_read_addr = instruction[3:0];
                alu_op = SUB;
                cb_write_en = 1; 
            end
            8'b0000_0110: begin  
                alu_op = INC;
                acc_sel = 1;
                acc_write_en = 1;
                cb_write_en = alu_carry;  
            end
            8'b0000_0111: begin  
                alu_op = DEC;
                acc_sel = 1;
                acc_write_en = 1;
                cb_write_en = alu_carry;  
            end
            8'b1000_zzzz: begin  
                if (cb_reg) next_pc = {4'b0, instruction[3:0]};
            end 
            8'b1001_zzzz: begin  
                reg_read_en = 1;
                reg_read_addr = instruction[3:0];
                acc_write_en = 1;
            end
            8'b1010_zzzz: begin  
                acc_output_en = 1;
                reg_write_en = 1;
                reg_write_addr = instruction[3:0];
            end
            8'b1011_zzzz: begin  
                next_pc = {4'b0, instruction[3:0]};
            end
            8'b1111_1111: next_pc = current_pc;  
            default: begin
                next_pc = current_pc + 1;
            end
        endcase
    end
endmodule
module instruction_memory(
    input [7:0] addr,
    output [7:0] instruction
);
    reg [7:0] mem [0:32];  
    integer i;
    initial begin
        mem[0] = 8'b1011_0011;  
        mem[1] = 8'b1111_1111;  
        mem[2] = 8'b1111_1111;  
        mem[3] = 8'b1001_0001;  
        mem[4] = 8'b1111_1111;  
        for (i = 5; i < 32; i = i + 1) begin
            mem[i] = 8'b1111_1111;
        end
    end
    assign instruction = mem[addr];
endmodule
`timescale 1ns / 1ps
module processor (
    input clk,
    input reset,
    output [7:0] pc,
    output [7:0] reg0, reg1, reg2, reg3, reg4, reg5, reg6, reg7,
    output [7:0] reg8, reg9, reg10, reg11, reg12, reg13, reg14, reg15,
    output reg cb_reg
);
    assign reg0  = reg_file.regs[0];
    assign reg1  = reg_file.regs[1];
    assign reg2  = reg_file.regs[2];
    assign reg3  = reg_file.regs[3];
    assign reg4  = reg_file.regs[4];
    assign reg5  = reg_file.regs[5];
    assign reg6  = reg_file.regs[6];
    assign reg7  = reg_file.regs[7];
    assign reg8  = reg_file.regs[8];
    assign reg9  = reg_file.regs[9];
    assign reg10 = reg_file.regs[10];
    assign reg11 = reg_file.regs[11];
    assign reg12 = reg_file.regs[12];
    assign reg13 = reg_file.regs[13];
    assign reg14 = reg_file.regs[14];
    assign reg15 = reg_file.regs[15];
    wire [7:0] instruction;
    reg [7:0] pc_reg;
    instruction_memory imem (
        .addr(pc_reg),
        .instruction(instruction)
    );
    wire [7:0] data_bus;
    wire [7:0] acc_value, alu_result, ext_result;
    wire alu_carry;
    reg [7:0] ext_reg;
    wire reg_read_en;
    wire [3:0] reg_read_addr;
    wire reg_write_en;
    wire [3:0] reg_write_addr;
    wire acc_sel, acc_write_en, acc_output_en;
    wire [3:0] alu_op;
    wire ext_write_en, cb_write_en;
    wire [7:0] next_pc;
    register_file reg_file (
        .clk(clk),
        .read_addr(reg_read_addr),
        .read_en(reg_read_en),
        .write_addr(reg_write_addr),
        .write_en(reg_write_en),
        .bus(data_bus)
    );
    accumulator acc (
        .clk(clk),
        .alu_in(alu_result),
        .bus_in(data_bus),
        .acc_sel(acc_sel),
        .write_en(acc_write_en),
        .output_en(acc_output_en),
        .acc_value(acc_value),
        .bus_out(data_bus)
    );
    alu alu (
        .acc(acc_value),
        .bus(data_bus),
        .alu_op(alu_op),
        .result(alu_result),
        .carry(alu_carry),
        .ext_result(ext_result)
    );
    control_unit ctrl (
        .clk(clk),
        .reset(reset),
        .instruction(instruction),
        .cb_reg(cb_reg),
        .alu_carry(alu_carry),
        .reg_read_en(reg_read_en),
        .reg_read_addr(reg_read_addr),
        .reg_write_en(reg_write_en),
        .reg_write_addr(reg_write_addr),
        .acc_sel(acc_sel),
        .acc_write_en(acc_write_en),
        .acc_output_en(acc_output_en),
        .alu_op(alu_op),
        .ext_write_en(ext_write_en),
        .cb_write_en(cb_write_en),
        .next_pc(next_pc),
        .current_pc(pc_reg),
        .bus_value(data_bus)
    );
    always @(posedge clk) begin
        if (ext_write_en) ext_reg <= ext_result;
        if (reset) cb_reg <= 0;
        else if (cb_write_en) cb_reg <= alu_carry;
        if (reset) pc_reg <= 0;
        else pc_reg <= next_pc;
    end
    assign pc = pc_reg;
endmodule
`timescale 1ns / 1ps
module register_file (
    input clk,
    input [3:0] read_addr,
    input read_en,
    input [3:0] write_addr,
    input write_en,
    inout [7:0] bus
);
    reg [7:0] regs[0:15];
    integer i;
    initial begin
        for (i = 0; i < 16; i = i + 1) begin
            regs[i] = 8'h00 + i; 
        end
    end
    wire [7:0] reg_out = read_en ? regs[read_addr] : 8'bz;
    assign bus = reg_out;
    always @(posedge clk) begin
        if (write_en) regs[write_addr] <= bus;
    end
endmodule
File: flow/run.sh
#!/bin/bash
# OpenROAD 26Q1-2900-gdf79404cd8, Yosys 0.63+post, stock flow scripts
make -C /OpenROAD-flow-scripts/flow DESIGN_CONFIG=/design/flow/config.mk WORK_HOME=/design/flow/orfs finish
==> impl_metrics.env <==
# yosys + openroad results
export IMPL_status="completed"
export IMPL_ys_ff=10
export IMPL_cts_buffer_depth=2
export IMPL_drc_errors=0
export IMPL_area_leaders="buf_4, dfxtp_1, nand3_1"
export IMPL_cap_violations=0
export IMPL_syn2layout_area_growth_pct=-20.02
export IMPL_vias=715
export IMPL_synthDistinctLibCells=25
export IMPL_wire_per_inst_um=10.78
export IMPL_largest_reg_flops=8
export IMPL_r2r_setup_slack_ns=0.32
export IMPL_dieArea_um2=6889
export IMPL_critical_path_class="flop to flop"
export IMPL_cts_hold_buffers=0
export IMPL_rows=22
export IMPL_finalCritPeriodShare=0.8334
export IMPL_synthSimpleGateAreaFrac=0.09318
export IMPL_power_leakage_nw=0.6697
export IMPL_synthTopCellsByCount="buf_4, dfxtp_1, nand3_1"
export IMPL_timing_rr_start="pc_reg[1]$_SDFFE_PP0N_"
export IMPL_cts_tree="yes"
export IMPL_routed_wl_mm=2.598
export IMPL_critPathMaxFanout=5
export IMPL_clock_sinks=10
export IMPL_hpwl_mm=2.378
export IMPL_hp_class="flop to flop"
export IMPL_yosys_area_um2=1450
export IMPL_cts_repair_resize_count=0
export IMPL_cts_root_buffer="clkbuf_8"
export IMPL_ys_sh_mux=0.01812
export IMPL_dr_pass1_iters=2
export IMPL_synthXorXnorAreaFrac=0.01812
export IMPL_critPathRequiredTime_ns=2.01
export IMPL_grt_setup_unrepaired="no"
export IMPL_grt_overflow_total=0
export IMPL_clk_pin_slew_ns=0.05
export IMPL_synthFlopType="dfxtp_1"
export IMPL_syn_inst=182
export IMPL_routabilityCongestion=0.7908
export IMPL_gr_usage_all_layers=0.06365
export IMPL_antenna_found_initial=0
export IMPL_edf_count=0
export IMPL_ys_cells=182
export IMPL_die_w_um=83
export IMPL_aoi_share=0.04314
export IMPL_setup_tns_ns=0
export IMPL_viasPerCell=2.967
export IMPL_grt_max_degree=14
export IMPL_start_kind="flop"
export IMPL_fmax_mhz=631.5
export IMPL_hold_viol_final=0
export IMPL_diodes=0
export IMPL_regToRegEndpoint="ctrl.instruction[5]$_SDFF_PP1_"
export IMPL_top_logic_kind="buffers and inverters"
export IMPL_syn_area_um2=1450
export IMPL_p_per_area_nw_per_um2=624.6
export IMPL_layout_min_cycle_time_ns=1.583
export IMPL_grt_pass1_wl_mm=3.953
export IMPL_cp_arrival_ns=1.69
export IMPL_power_w=0.0007245
export IMPL_crit_path_end_kind="flop"
export IMPL_async_reset_ff_frac=0
export IMPL_portBuffers=9
export IMPL_die_h_um=83
export IMPL_finalSetupViolCount=0
export IMPL_ant_nets=0
export IMPL_yosys_area_top_type="buf_4"
export IMPL_worstHoldEndpoint="pc_reg[7]$_SDFFE_PP0N_"
export IMPL_clk_latency_ns=0.23
export IMPL_ff2ff_path_depth=6
export IMPL_adder_share=0.008628
export IMPL_ys_warn_count=37
export IMPL_drtIter0Drc=15
export IMPL_hold_ws_ns=0.5705
export IMPL_post_cts_repair_setup_buffers=0
export IMPL_first_global_vias=845
export IMPL_drive_above_1_share=0.05181
export IMPL_most_common_cell="buf_4"
export IMPL_warnings=25
export IMPL_core_area_um2=3744
export IMPL_top_area_frac=0.6730
export IMPL_worstHoldStart="pc_reg[7]$_SDFFE_PP0N_"
export IMPL_hold_depth=2
export IMPL_initCoreUtil=0.3874
export IMPL_cts_made_buffers=3
export IMPL_avgSynthCellArea_um2=7.968
export IMPL_io_pins=139
export IMPL_slew_violations=0
export IMPL_vdd_drop_max_uv=238.4
export IMPL_synth_seq_share=0.1381
export IMPL_fin_worst_skew_ns=0.003422
export IMPL_htreeDepth=1
## routing by layer
metal | global-route usage | part of all wire | vias up
met5 | 0 | 0 | -
met4 | 0.007692 | 0 | 0
met3 | 0.03740 | 0.14 | 0
met2 | 0.1138 | 0.46 | 77
met1 | 0.06342 | 0.40 | 304
li1 | - | - | 334
## how the worst max path moves through the flow
stage,startpoint,end,slack (ns),cells after the start
after CTS,pc_reg[1]$_SDFFE_PP0N_,ctrl.instruction[5]$_SDFF_PP1_,0.30,6
after global routing,pc_reg[0]$_SDFFE_PP0N_,ctrl.instruction[3]$_SDFF_PP1_,0.08,6
final,pc_reg[1]$_SDFFE_PP0N_,ctrl.instruction[5]$_SDFF_PP1_,0.32,6
## cell families after synthesis
| group | count (synthesis) |
|---|---|
| flip-flops | 10 |
| adder cells (fa/ha/maj) | 1 |
| XOR/XNOR | 3 |
| other | 1 |
| AND/OR/NAND/NOR | 24 |
| multiplexers | 2 |
| AND-OR/OR-AND | 9 |
| buffers and inverters | 132 |
## through the flow
stage,cells,utilization,setup WS (ns),instance area [um2]
after floorplan,310,-,0.5456,1931
after global placement,237,0.2951,0.2828,1105
after detailed placement,237,0.2951,0.2773,1105
after CTS,241,0.3098,0.2987,1160
after global routing,241,0.3098,0.07717,1160
final,241,0.3098,0.3166,1160
## cell usage in the layout (no fill, tap or decap)
cell type / n
and2_1: 3
nor3b_1: 1
and3_4: 1
a21o_1: 1
o21a_1: 1
mux2_4: 1
xnor2_1: 1
nor2_1: 4
nand2_1: 4
o31ai_1: 1
o21ai_0: 3
clkbuf_8: 4
a21oi_1: 2
nor2_2: 1
xor2_1: 2
mux2_2: 1
conb_1: 129
nand3_2: 1
dfxtp_1: 10
a311oi_2: 1
nand3_1: 7
inv_1: 2
and4b_1: 1
clkdlybuf4s50_1: 9
nand2b_1: 1
ha_1: 1
## critical path, cell delays in order, from the launching register on
cell	delay, ns
dfxtp_1	0.40
ha_1	0.23
nand3_1	0.10
xor2_1	0.14
o21ai_0	0.12
o31ai_1	0.34
nand3_1	0.10
## final cells by class
type	instances	area, um2
clock buffers	4	55.05
fillers	391	2584
inverters	2	7.507
multi-input cells	168	747.0
flip-flops and latches	10	200.2
well taps	48	60.06
repair buffers	9	90.09
## where the power goes
| part | internal [W] | switching (W) |
|---|---|---|
| registers | 0.000244 | 0.0000583 |
| clock network | 0.000182 | 0.0000796 |
| logic | 0.0000809 | 0.0000795 |
| total | 0.000507 | 0.000217 |
Power figures rest on the tool's default switching activity, not on a simulated workload.
